File: design/flow/design.v
`timescale 1ns / 1ps
module BRAM #(
    parameter RAM_WIDHT = 16,
    parameter RAM_DEPTH = 1024
)
(
    input                               clk,
    input                               we_i,
    input                               re_i,
    input      [$clog2(RAM_DEPTH)-1:0]  addr_i,
    input      [RAM_WIDHT-1:0]          din_i,
    output reg [RAM_WIDHT-1:0]          dout_o
    );
    (* ram_style = "block" *)
    reg [RAM_WIDHT-1:0] RAM [0:RAM_DEPTH-1] ;
    always @(posedge clk)begin 
        if (we_i)begin
            RAM[addr_i]<= din_i;
        end else if (re_i)begin
            dout_o <= RAM[addr_i];
        end
    end
endmodule
File: design/flow/run.sh
#!/bin/bash
# OpenROAD 26Q1-2900-gdf79404cd8, Yosys 0.63+post, stock flow scripts
make -C /OpenROAD-flow-scripts/flow DESIGN_CONFIG=/design/flow/config.mk WORK_HOME=/design/flow/orfs finish
File: design/flow/config.mk
export PLATFORM = sky130hd
export DESIGN_NAME = BRAM
export DESIGN_NICKNAME = BRAM
export VERILOG_FILES = /design/flow/design.v
export SDC_FILE = /design/flow/constraint.sdc
export NUM_CORES = 4
export LEC_CHECK = 1
export CORE_UTILIZATION = 40
export SYNTH_MEMORY_MAX_BITS = 65536
File: design/flow/constraint.sdc
current_design BRAM

set clk_period 88.3
set clk_io_pct 0.2

create_clock -name clk0 -period $clk_period [get_ports {clk}]

set non_clock_inputs [all_inputs -no_clocks]
set_input_delay [expr $clk_period * $clk_io_pct] -clock clk0 $non_clock_inputs
set_output_delay [expr $clk_period * $clk_io_pct] -clock clk0 [all_outputs]
==> impl_metrics.csv <==
group,metric,value,unit
die,die-width,1250,um
sta,timing.clock.skew,0.123,ns
yosys,yosysCellCount,32200,
sta,setup_viol_count_final,0,
yosys,post_synth_and_or_nand_nor_area_fraction,0.0242,
setup_path,cp.arrival,28.82,ns
place,dp.final_hpwl,1160000,um
yosys,synthXorXnorAreaFrac,0,
sta,setup-tns-final,0,ns
yosys,yosys.stat.chipArea,626000,um^2
yosys,edf_count,16400,
setup_path,required_time_at_the_worst_slack_endpoint,89.32,ns
clocking,tritoncts.num_buffers,1712,
global_routing,global_route_wire_length_before_repair,2580000,um
yosys,synth.comb.largest_family,"multiplexers",
global_routing,grtUsageTotal,0.258,
clocking,worst_skew_pair.late_latency,1.38,ns
clocking,numClockSinks,16400,
setup_path,critPathLaunch,"addr_i[1]",
setup_path,critPathMaxFanout,106,
sta,min_period_over_period,0.315,
die,placementRows,459,
clocking,htree_num_levels,7,
setup_path,worstSetupPathType,"primary input to flop",
setup_path,max_stage_delay,1.20,ns
setup_path,cell_family_with_the_largest_share_of_critical_path_delay,"buffers and inverters",
job,drv.max_cap_violation_count,0,
place,placed_cell_area,663000,um^2
sta,timing.final.max_slew_violations,0,
yosys,synth_cell_types,64,
die,design.portCount,45,
setup_path,cell_chain_critical_path,"buf_16, buf_12, buf_4, buf_4, buf_12, buf_4, buf_4, buf_4, buf_4, buf_4, buf_4, mux4_2, a22oi_1, nand4_1, nand3_1, nand4_1, nor3_4, nand3_1",
hold_path,hold_start,"RAM[1021][7]",
die,floorplan.die_area,1570000,um^2
setup_path,critPathCaptureType,"flop",
setup_path,slowest_stage,"nor3_4",
clocking,clock_tree.root_cell,"clkbuf_16",
yosys,synth_area,626000,um^2
outcome,outcome,"finished clean",
clocking,cts.repair.resized,0,
setup_path,r2r-start,"RAM[496][1]",
layout,final_design_area_no_fill,715000,um^2
drt,via_per_inst,5.69,
sta,rsz_0062_raised_after_global_routing,"false",
drt,routed_wire_length,1860000,um
clocking,cts_hold_buf,0,
yosys,ys_dominant_reg_cell,"edfxtp_1",
sta,layout_min_cycle_time,27.80,ns
sta,achievable-frequency,36.0,MHz
setup_path,critical-path-top-cell-by-count,"buf_4",
drt,drcViolationCount,0,
die,fp_util,0.401,
drt,post_drt_wl_per_cell,32.9,um
yosys,synth_async_sr_flop_share,0,
sta,finalHoldViolations,0,
clocking,cts_tree,"built",
drt,final_antenna_net_count,0,
layout,ratio_of_cells_with_drive_above_1_in_the_final_layout,0.169,
global_routing,grt_max_degree,134,
sta,least_margin_pin_slew,1.40,ns
pwr,total_leakage_power,236,nW
sta,max-slew-margin-rel,0.0608,
yosys,yosysWarnings,1,
setup_path,start_kind,"primary input",
layout,fin_util,0.458,
yosys,synthAoiAreaFrac,0.0376,
yosys,netlist_instances,32200,
global_routing,grt_pass1_vias,340000,
pwr,power.density,22.5,nW/um^2
yosys,numSynthFlops,16400,
clocking,cts.clk_slew.worst_paths,0.06,ns
yosys,adder_share,0,
die,floorplan.die.height,1250,um
layout,areaGrowthSynthToFinish,14.2,%
global_routing,congestion_overflow_gr,0,
die,core,1560000,um^2
place,gp_routability_congestion,0.928,
clocking,post-cts-setup-buffers,0,
yosys,mux_contribution_to_synthesized_area,0.138,
hold_path,worst_hold_path_type,"flop to flop",
setup_path,critical_path_buf_inv_count,11,
pwr,worst_ir_drop_vdd,0.0242,mV
drt,vias,322000,
drt,detailedRoute.firstPassIterationCount,6,
place,numPortBuffers,44,
job,warning_count,78,
clocking,clk_path_buf_depth,6,
yosys,sequential_to_total_area_share_from_yosys_stat,0.786,
yosys,postSynthAreaPerCell,19.5,um^2
drt,drt_iter0_drc,22100,
global_routing,number_of_antenna_violations_at_the_first_check_in_global_routing,144,
power breakdown:
group          internal [mW]  switching (mW)  leakage [nW]
Combinational          0.210           0.521          63.2
Sequential              8.57         0.00294           147
Clock                   3.93            2.87          25.5
Total                   12.7            3.40           236
stage by stage:
step	cells	worst slack, ns	hold slack [ns]	total power, mW
6_report	56600	60.50	1.13	16.1
5_1_grt	56400	60.20	1.19	16.5
4_1_cts	56300	60.50	1.13	16.2
3_5_place_dp	53300	59.13	1.10	9.46
3_3_place_gp	53300	59.16	1.07	9.45
2_1_floorplan	32200	67.77	0.757	9.07
synth_stat cells, drive strengths merged (8+ instances only):
library cell,n,share of area
a21oi,82,0.00066
nor3b,8,0.00011
nand2,291,0.0017
a31oi,109,0.0011
nor4,586,0.0059
and3,8,0.000080
nor3,155,0.0012
mux2i,5609,0.090
a22oi,574,0.0069
o22a,32,0.00045
nand3,433,0.0035
o211ai,177,0.0021
nand4,182,0.0018
o21ai,244,0.0019
o21bai,69,0.00083
a221oi,33,0.00046
and2,9,0.000090
nor2b,17,0.00017
a32oi,15,0.00021
buf,1204,0.0099
o31ai,14,0.00017
nor2,1454,0.0087
o22ai,2154,0.022
o221ai,10,0.00014
a41oi,14,0.00020
mux2,75,0.0013
mux4,1295,0.047
clkbuf,796,0.0048
or3,30,0.00030
edfxtp,16400,0.79
o2111ai,47,0.00066
cells in the final DEF (no fill, tap or decap), types with 81 or more instances in the layout:
cell       Yosys  layout
edfxtp_1   16400   16400
mux2i_1     5609    5609
buf_4         65    2258
o22ai_1     2154    2154
clkbuf_16      0    1733
nor2_1      1453    1443
mux4_2      1295    1295
nor4_1       583     579
a22oi_1      574     574
clkinv_1       0     458
nand3_1      433     433
clkbuf_1     795     369
clkinv_2       0     265
nand2_1      291     257
diode_2        0     254
o21ai_0      241     241
nand4_1      181     181
o211ai_1     177     177
nor3_1       155     139
bufinv_16      0     124
a31oi_1      109     108
a21oi_1       82      81
routing by layer:
metal | up-vias | part of all wire | GRT usage
li1 | 137000 | - | -
met1 | 160000 | 0.29 | 0.266
met2 | 21200 | 0.45 | 0.359
met3 | 3602 | 0.20 | 0.236
met4 | 212 | 0.053 | 0.111
met5 | - | 0.0029 | 0.0300
worst min-delay path, cell delays in order (launching register included):
cell and delay [ns]:
edfxtp_1 0.31, mux2i_1 0.06, nor2_1 0.09, nor4_1 0.09, o211ai_1 0.18, a32oi_1 0.09, buf_4 0.14, nand3_1 0.05
path summary, 6_finish.rpt:
kind	endpoint	slack (ns)	cells past startpoint
max reg2reg	dout_o[1]	82.59	8
min	dout_o[7]	1.13	7
max	dout_o[13]	60.50	18
min reg2reg	dout_o[7]	1.13	7
area by class of cell:
| cell class | instances | area [um^2] |
|---|---|---|
| Sequential cell | 16400 | 492000 |
| Timing Repair Buffer | 2360 | 18700 |
| Tap cell | 20700 | 26000 |
| Antenna cell | 254 | 636 |
| Fill cell | 127000 | 846000 |
| Clock buffer | 2102 | 44800 |
| Clock inverter | 914 | 7420 |
| Multi-Input combinational cell | 13800 | 126000 |
| Inverter | 1 | 6.26 |
sequential cells by signal, indices dropped and copies added (netlist names):
| register | flops |
|---|---|
| RAM | 16384 |
| dout_o | 16 |
cells by family after synthesis:
family                 Yosys count
flip-flops                   16400
AND-OR/OR-AND                 3593
buffers and inverters         2001
AND/OR/NAND/NOR               3212
multiplexers                  6979
Power and IR drop assume default switching activity.
